`design/flow/run.sh`:
```
#!/bin/bash
# OpenROAD 26Q1-2900-gdf79404cd8, Yosys 0.63+post, stock flow scripts
make -C /OpenROAD-flow-scripts/flow DESIGN_CONFIG=/design/flow/config.mk WORK_HOME=/design/flow/orfs finish
```
`design/flow/config.mk`:
```
export PLATFORM = sky130hd
export DESIGN_NAME = bin2roman_base10
export DESIGN_NICKNAME = bin2roman_base10
export VERILOG_FILES = /design/flow/design.v
export SDC_FILE = /design/flow/constraint.sdc
export NUM_CORES = 4
export LEC_CHECK = 1
export CORE_AREA = 10 10 82 82
export DIE_AREA = 0 0 92 92
```
`design/flow/constraint.sdc`:
```
current_design bin2roman_base10

set clk_period 6.4
set clk_io_pct 0.2

create_clock -name clk0 -period $clk_period

set non_clock_inputs [all_inputs -no_clocks]
set_input_delay [expr $clk_period * $clk_io_pct] -clock clk0 $non_clock_inputs
set_output_delay [expr $clk_period * $clk_io_pct] -clock clk0 [all_outputs]
```
`design/flow/design.v`:
```
module bin2roman_base10(in, out);
parameter BIT_WIDTH = 6;
parameter OUT_NUM   = 6;
parameter OUT_WIDTH = 3;
parameter SYM_I     = 3'b001;
parameter SYM_V     = 3'b010;
parameter SYM_X     = 3'b011;
parameter SYM_L     = 3'b100;
parameter SYM_NULL  = 3'b000;
parameter BASE_NUM  = 16;
parameter DIV_NUM   = 3;
input  [BIT_WIDTH - 1: 0]            in;
output [OUT_WIDTH * OUT_NUM - 1 : 0] out;
wire [BIT_WIDTH     - 1 : 0] baseval [BASE_NUM - 1 : 0];
wire [OUT_WIDTH * 4 - 1 : 0] basesym [BASE_NUM - 1 : 0];
wire [2:0]                   baseshift [BASE_NUM - 1 : 0];
wire [BIT_WIDTH     - 1 : 0] digit1, digit0;
wire [OUT_WIDTH     - 1 : 0] outpos [OUT_NUM - 1 : 0];
assign baseval[0] = 'd0;
assign baseval[1] = 'd1;
assign baseval[2] = 'd2;
assign baseval[3] = 'd3;
assign baseval[4] = 'd4;
assign baseval[5] = 'd5;
assign baseval[6] = 'd6;
assign baseval[7] = 'd7;
assign baseval[8] = 'd8;
assign baseval[9] = 'd9;
assign baseval[10] = 'd10;
assign baseval[11] = 'd20;
assign baseval[12] = 'd30;
assign baseval[13] = 'd40;
assign baseval[14] = 'd50;
assign baseval[15] = 'd60;
assign basesym[0] = {SYM_NULL, SYM_NULL, SYM_NULL, SYM_NULL};
assign basesym[1] = {SYM_NULL, SYM_NULL, SYM_NULL, SYM_I};
assign basesym[2] = {SYM_NULL, SYM_NULL, SYM_I, SYM_I};
assign basesym[3] = {SYM_NULL, SYM_I, SYM_I, SYM_I};
assign basesym[4] = {SYM_NULL, SYM_NULL, SYM_I, SYM_V};
assign basesym[5] = {SYM_NULL, SYM_NULL, SYM_NULL, SYM_V};
assign basesym[6] = {SYM_NULL, SYM_NULL, SYM_V, SYM_I};
assign basesym[7] = {SYM_NULL, SYM_V, SYM_I, SYM_I};
assign basesym[8] = {SYM_V, SYM_I, SYM_I, SYM_I};
assign basesym[9] = {SYM_NULL, SYM_NULL, SYM_I, SYM_X};
assign basesym[10] = {SYM_NULL, SYM_NULL, SYM_NULL, SYM_X};
assign basesym[11] = {SYM_NULL, SYM_NULL, SYM_X, SYM_X};
assign basesym[12] = {SYM_NULL, SYM_X, SYM_X, SYM_X};
assign basesym[13] = {SYM_NULL, SYM_NULL, SYM_X, SYM_L};
assign basesym[14] = {SYM_NULL, SYM_NULL, SYM_NULL, SYM_L};
assign basesym[15] = {SYM_NULL, SYM_NULL, SYM_L, SYM_X};
assign baseshift[0] = 3'd4;
assign baseshift[1] = 3'd3;
assign baseshift[2] = 3'd2;
assign baseshift[3] = 3'd1;
assign baseshift[4] = 3'd2;
assign baseshift[5] = 3'd3;
assign baseshift[6] = 3'd2;
assign baseshift[7] = 3'd1;
assign baseshift[8] = 3'd0;
assign baseshift[9] = 3'd2;
assign baseshift[10] = 3'd3;
assign baseshift[11] = 3'd2;
assign baseshift[12] = 3'd1;
assign baseshift[13] = 3'd2;
assign baseshift[14] = 3'd3;
assign baseshift[15] = 3'd2;
assign digit1 = in / 'd10;
assign digit0 = in % 'd10;
assign out = (digit1 != 0) ? (digit0 != 0) ? {basesym[digit1 + 'd9], 
                                             (basesym[digit0] <<  (baseshift[digit0] * OUT_WIDTH))} 
                                             >> (baseshift[digit0] * OUT_WIDTH) : 
                                             basesym[digit1 + 'd9] :
                             basesym[digit0];
endmodule 
```
==> flow_summary.json <==
{
  "seq_area_um2": 0,
  "max_stage_delay_ns": 0.46,
  "postSynthSeqShare_pct": 0,
  "grt_pass1_vias": 2857,
  "p_comb_share_pct": 100.0,
  "mux_area_share_pct": 2.715,
  "slew_violations": 0,
  "crit_chain": "buf_6 > nor2_4 > inv_2 > ha_4 > nand2b_4 > o21ai_4 > nand2_2 > xnor2_2 > ha_2 > or2_2 > o211ai_2 > o21ai_4 > a211oi_2 > a21oi_2 > ha_4 > buf_6 > buf_6 > maj3_2 > o32ai_2 > a31oi_1 > o21ai_1 > nor2_1 > clkdlybuf4s50_1",
  "dp_hpwl_um": 6327,
  "warnings": 36,
  "setup_slack_ns": -0.07505,
  "crit_path_top_delay_cell": "clkdlybuf4s50_1",
  "switching_power_uw": 372.0,
  "die_x_um": 92,
  "drv_cap": 0,
  "total_power_uw": 740.8,
  "drt_pass1_iterations": 5,
  "min_to": "out[9]",
  "sw_frac_of_total_pct": 50.22,
  "syn_avg_cell_area_um2": 6.125,
  "cp.required_ns": 5.12,
  "ios": 24,
  "grt_first_pass_wirelength_um": 14740,
  "worstPathArrival_ns": 5.20,
  "place_congestion": 1.004,
  "grt_max_degree": 26,
  "min_period_ns": 6.475,
  "yosys_warnings": 1,
  "min_delay_path_depth": 6,
  "outcome": "finished with violations",
  "overflow": 0,
  "via_count": 3221,
  "clock_buffers": 0,
  "path_max_fanout": 5,
  "ys_sh_aoi_pct": 53.07,
  "grt_antenna_before_repair": 0,
  "hold_start": "in[0]",
  "wl_per_cell_um": 18.63,
  "ys_cells": 316,
  "intPower_uw": 368.8,
  "clkPwrFrac_pct": 0,
  "ys_area_um2": 1936,
  "hold_viol_final": 0,
  "io_buffers": 24,
  "yosys-top-cells-count": "nand2_1 (40), nor2_1 (28), a21oi_1 (27)",
  "max-slew-margin-rel_pct": 65.54,
  "seq_cells": 0,
  "drt_iter0_drc": 394,
  "antennaDiodeCount": 0,
  "synth-xor-area-share_pct": 1.810,
  "topCellsByArea": "nand2_1 (7.8%), a21oi_1 (7.0%), nor2_1 (5.4%)",
  "ctsHoldBuffers": 0,
  "synth.distinct_cells": 71,
  "setup_violations": 5,
  "rsz0062_at_grt": "yes",
  "die_height_um": 92,
  "top_logic_kind": "AND-OR/OR-AND gates",
  "peakVddDrop_uv": 201.2,
  "routed_wl_um": 9578,
  "synth_area_um2": 1936,
  "area_growth_pct": 80.03,
  "yosysTopAreaCell": "nand2_1",
  "drtAntennaViolNets": 0,
  "min_period_over_period_pct": 101.2,
  "synth_top_cell_by_count": "nand2_1",
  "fmaxAchievable_mhz": 154.4,
  "p_per_area_nw_per_um2": 212.6,
  "fa_ha_area_share_pct": 3.103,
  "initial_utilization_pct": 38.14,
  "drc": 0,
  "drive_above_1_share_pct": 46.85,
  "critPathMostFrequentCell": "buf_6",
  "tightest_slew_ns": 0.5126,
  "rows": 26,
  "cp-start-kind": "input port",
  "end_kind": "output port",
  "worstSetupPathType": "input port to output port",
  "failed_checks": "setup timing",
  "post-place-ws_ns": -0.6697,
  "grt_usage_pct": 20.53,
  "holdCritPathClass": "input port to output port",
  "vias_per_cell": 6.267,
  "top_area_share_pct": 7.757,
  "synthSimpleGateAreaFrac_pct": 31.16,
  "p_leak_uw": 0.001525,
  "dieArea_um2": 8464,
  "p_seq_share_pct": 0,
  "coreArea_um2": 5075,
  "netlist_instances": 316
}
-- how the worst max path moves through the flow --
stage / from / slack, ns / depth (start not counted) / to
after global routing: in[4] / -0.24 / 20 / out[6]
final: in[4] / -0.08 / 23 / out[11]
after CTS: in[3] / -0.02 / 22 / out[8]
-- worst max-delay path: cells and delay by family --
kind            cells  cell delay [ns]
fa+ha+maj           4             0.92
xor+xnor            1             0.14
simple gates        5             0.77
compound gates      8             1.22
buf+inv             5             0.85
-- through the flow --
stage | area (um2) | hold slack [ns] | instances | utilization [%] | TNS, ns
finish | 3485 | 3.571 | 514 | 68.66 | -0.2848
detailed placement | 2934 | 3.876 | 477 | 57.82 | -9.762
CTS | 3284 | 3.693 | 506 | 64.72 | -0.02318
global route | 3485 | 3.625 | 514 | 68.66 | -1.379
floorplan | 2059 | 3.014 | 316 | - | -0.2077
global placement | 2934 | 3.874 | 477 | 57.82 | -9.113
-- cells by family after synthesis --
kind of cell / after synthesis
AOI/OAI and AO/OA: 141
and+or+nand+nor: 127
muxes: 4
adders and majority gates: 5
buffers and inverters: 35
xor gates and xnor gates: 4
-- power groups by stage --
| stage | Sequential, uW | Clock (uW) | Combinational, uW |
|---|---|---|---|
| 6_report | 0 | 0 | 741 |
| 4_1_cts | 0 | 0 | 661 |
| 5_1_grt | 0 | 0 | 785 |
-- layout make-up --
cell class / count / area, um2
Timing Repair Buffer: 156 / 1264
Multi-Input combinational cell: 281 / 2107
Inverter: 7 / 26.28
Tap cell: 70 / 87.58
Fill cell: 396 / 1590
-- placed cells by master, fill, tap and decap left out, types with 3 or more instances in the layout --
master           instances
buf_4                  123
o211ai_1                 4
nor3_1                   7
nand4_1                  5
o21ai_0                 19
nand3_1                 13
a22oi_1                  4
a211oi_1                 3
or3_4                    3
nor2b_1                  4
a21o_1                   3
clkdlybuf4s50_1          7
a211oi_2                 3
inv_2                    4
a21oi_2                  7
nor2_4                   3
and2_1                   5
a211o_1                  5
buf_6                   11
nand2_1                 35
a21oi_1                 18
o21a_1                   5
mux2i_1                  3
nand2_2                  3
and3_1                   3
o21ai_4                  3
dlymetal6s2s_1           6
nor2_1                  25
dlygate4sd2_1            4
o31ai_1                  4
o22ai_1                  3
a31oi_1                 13
inv_1                    3
nor3_2                   5
o21ai_1                  3
-- what timing repair did --
action,4_1_cts,5_1_grt
resized,52,44
buffers inserted,30,10
pin swaps,31,39
setup endpoints to repair,18,18
-- routing by layer --
metal | share of wire, % | routed length [um] | vias up | GRT usage [%]
met5 | 0 | 0 | - | 0
met4 | 2.7 | 256 | 0 | 2.442
met3 | 10 | 972 | 36 | 3.048
met2 | 41 | 3968 | 232 | 30.82
met1 | 46 | 4379 | 1469 | 30.92
li1 | - | - | 1484 | -
Power is estimated from default activity; no workload was simulated.
