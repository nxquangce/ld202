File: run.sh
#!/bin/bash
# OpenROAD 26Q1-2900-gdf79404cd8, Yosys 0.63+post, stock flow scripts
make -C /OpenROAD-flow-scripts/flow DESIGN_CONFIG=/design/flow/config.mk WORK_HOME=/design/flow/orfs finish
File: config.mk
export PLATFORM = sky130hd
export DESIGN_NAME = blink
export DESIGN_NICKNAME = blink
export VERILOG_FILES = /design/flow/design.v
export SDC_FILE = /design/flow/constraint.sdc
export NUM_CORES = 4
export LEC_CHECK = 1
export CORE_AREA = 10 10 110 110
export DIE_AREA = 0 0 120 120
File: constraint.sdc
current_design blink

set clk_period 3.5
set clk_io_pct 0.2

create_clock -name clk0 -period $clk_period [get_ports {clk}]

set non_clock_inputs [all_inputs -no_clocks]
set_input_delay [expr $clk_period * $clk_io_pct] -clock clk0 $non_clock_inputs
set_output_delay [expr $clk_period * $clk_io_pct] -clock clk0 [all_outputs]
File: design.v
module blink(clk, out);
parameter MAX_CNT = 25'd24999999;
input  clk;
output out;
reg [24:0] counter;
reg 		  out_reg;
always @(posedge clk) begin
	if (counter == MAX_CNT) begin
		counter <= 25'b0;
	end else begin
		counter <= counter + 1'b1;
	end
end
always @(posedge clk) begin
	if (counter == 25'd0) begin
		out_reg <= ~out_reg;
	end
end
assign out = out_reg;
endmodule 
==> results.cfg <==
; synthesis and place-and-route metrics
[route]
routed_via_density = 3.59
dr.pass1.iters = 4
wl_per_cell_um = 8.69
wl_um = 2300
n_antenna_cell = 0
num_vias = 951
route.detailed.drc = 0
drt_iter0_markers = 65
drtAntennaViolNets = 0

[pwr]
power_density_nw_per_um2 = 330
leakage_nw = 0.463
irDropWorstVdd_mv = 0.257

[global_route]
overflow = 0
grt_antenna_before_repair = 0
grt_usage_pct = 3.28
grt_pass1_wl_um = 4110
grt_max_degree = 15
first_global_vias = 867

[clock_tree]
cts_resized = 0
cts_num_sinks = 26
cts_setup_buffers = 0
cts_hold_buffers = 0
root_buffer = clkbuf_8
h-tree-depth = 1
cts_tree = built
cts_made_buffers = 3
path_clk_slew_ns = 0.08
clkLatencyLatePin_ns = 0.26
clockBufferDepth = 2

[place]
pre_cts_slack_ns = 1.56
portBuffers = 1
dp_hpwl_um = 1650
gp_congestion = 0.884

[floorplan]
initial_core_util_pct = 12.2
core_sq_um = 9770
dieWidth_um = 120
chipArea_sq_um = 14400
die_h_um = 120
top_level_ports = 2
rows = 36

[synth]
synth.distinct_cells = 31
syn-cell-area_sq_um = 1190
synth_top_cell_by_count = dfxtp_1
synth-edff-count = 1
top_cells_by_area = dfxtp_1 (42%), xnor2_1 (7.3%), xor2_1 (5.1%)
common_cells = dfxtp_1 (25), nor2_1 (14), xnor2_1 (10)
yosys.area.top_type = dfxtp_1
yosys_area_sq_um = 1190
top_area_share_pct = 42.0
ys_cells = 131
yosysWarnings = 1
synthFlopType = dfxtp_1
netlist_instances = 131
postSynthSeqShare_pct = 44.5
synth_area_per_cell_sq_um = 9.10
synth_flops = 26
ys_async_sr_fraction_pct = 0

[worst_setup_path]
cp-end-kind = flip-flop
crit_path_max_fanout = 10
cp.arrival_ns = 2.19
crit_slowest_cell = or4_1
required_ns = 3.70
worstPathCellList = nand4_4, or4_1, or3_1, a21oi_1
worstSetupPathType = reg -> reg
max_stage_delay_ns = 0.70
cp-start-kind = flip-flop

[layout]
drive_gt1_share_pct = 5.30
areaGrowthSynthToFinish_pct = 17.4
largest_register_ffs = 25

[final_timing]
min_period_ns = 1.99
setup_viol = 0
grt_setup_unrepaired = no
fmax_mhz = 503
skew_ns = 0.00501
slew_headroom_pct = 55.6
fin_ws_ns = 1.51
tns_ns = 0
drv_slew = 0
tightestPinTransition_ns = 0.661
hold_violations = 0
finalClockPeriodUsage_pct = 56.8

[status]
status = completed

[min_path]
hold_path_class = reg -> reg

[job]
maxCapViolCount = 0
warning_count = 26
## cell usage in the layout, fill, tap and decap left out, types with 4 or more instances in the layout
cell type and instances:
nand3_1 6, xor2_1 7, nand4_1 8, a21oi_1 5, xnor2_1 10, dfxtp_1 25
nor2_1 14, nor4_1 9, nand2_1 9, o21ai_0 4
## area by class of cell
| cell class | count | area [sq um] |
|---|---|---|
| clock buffers | 4 | 45.0 |
| fillers | 1112 | 8370 |
| inverters | 3 | 11.3 |
| multi-input cells | 97 | 629 |
| flip-flops and latches | 26 | 531 |
| well taps | 133 | 166 |
| repair buffers | 2 | 17.5 |
## kinds of logic after synthesis
family                   synth area share [%]
AND-OR/OR-AND                            4.41
XOR/XNOR                                 12.5
buffers and inverters                    2.73
flip-flops                               44.5
adder cells (fa/ha/maj)                  2.10
multiplexers                            0.839
AND/OR/NAND/NOR                          32.9
## critical path: cells and delay by family, from the launching register on
kind	cells	cell delay [ns]
AND-OR/OR-AND	1	0.14
flip-flops	1	0.47
AND/OR/NAND/NOR	3	1.30
## through the flow
stage          utilization (%)  hold WS (ns)  cell area [sq um]  cells  total power, W
5_1_grt                   14.3         0.491               1400    265        0.000482
3_3_place_gp              13.9         0.444               1360    261        0.000304
4_1_cts                   14.3         0.475               1400    265        0.000470
3_5_place_dp              13.9         0.455               1360    261        0.000304
2_1_floorplan                -         0.430               1190    131        0.000304
6_report                  14.3         0.467               1400    265        0.000462
## path summary, 6_finish.rpt
path | slack [ns] | start | end | cells past startpoint
worst min register to register | 0.47 | counter[0] | counter[0] | 1
worst min-delay path | 0.47 | counter[0] | counter[0] | 1
worst max-delay path | 1.51 | counter[3] | counter[24] | 4
worst max register to register | 1.51 | counter[3] | counter[24] | 4
## where the power goes
part           switching (W)  leakage, nW       total (W)  internal [W]
registers                  0        0.213        0.000297      0.000297
logic                      0        0.228  0.000000000228             0
clock network      0.0000842       0.0228        0.000165     0.0000813
total              0.0000842        0.463        0.000462      0.000378
## routing by layer
layer	vias up	track usage, %	wire length [um]
met5	-	0	0
met4	0	0.302	14
met3	2	0.809	159
met2	29	4.92	994
met1	445	4.85	1140
li1	475	-	-
Power and IR drop assume default switching activity.
